==> flow/design.v <==
`timescale 1ns / 1ps
module fp_adder(
    input clk,
    input rst,
    input [31:0] a,
    input [31:0] b,
    output reg [31:0] sum
);
    parameter INIT = 3'b000,
              CHECK = 3'b001,
              ALIGN = 3'b010,
              ADD = 3'b011,
              NORMAL = 3'b100,
              ROUND = 3'b101,
              FINISH = 3'b110;
    parameter NaN = 32'b0_11111111_10000000000000000000000,
              INF = 32'b0_11111111_00000000000000000000000;
    reg [2:0] state;
    reg [7:0] E_a, E_b, E_sum;
    reg [23:0] M_a, M_b;
    reg [24:0] M_sum;
    reg S_a, S_b, S_sum;
    initial begin
        state = FINISH;
    end
    always @(posedge clk or posedge rst) begin
        if (rst == 1) begin
            state <= INIT;
            E_sum <= 0;
            M_sum <= 0;
            S_sum <= 0;
            sum <= 0;
        end else if (state == INIT) begin
            S_a <= a[31];
            E_a <= a[30:23] - 127;
            M_a <= {1'b0, a[22:0]};
            S_b <= b[31];
            E_b <= b[30:23] - 127;
            M_b <= {1'b0, b[22:0]};
            state <= CHECK;
        end else if (state == CHECK) begin
            if ((E_a == 128 && M_a != 0) || (E_b == 128 && M_b != 0)) begin
                sum <= NaN;
                state <= FINISH;
            end else if (E_a == 128) begin
                sum <= (E_b == 128 && S_a != S_b) ? NaN : a;
                state <= FINISH;
            end else if (E_b == 128) begin
                sum <= b;
                state <= FINISH;
            end else if ($signed(E_a) == -127 && M_a == 0) begin
                sum <= b;
                state <= FINISH;
            end else if ($signed(E_b) == -127 && M_b == 0) begin
                sum <= a;
                state <= FINISH;
            end else begin
                if ($signed(E_a) == -127) E_a <= -126; else M_a[23] <= 1;
                if ($signed(E_b) == -127) E_b <= -126; else M_b[23] <= 1;
                state <= ALIGN;
            end
        end else if (state == ALIGN) begin
            if ($signed(E_a) > $signed(E_b)) begin
                M_b <= M_b >> (E_a - E_b);
                E_sum <= E_a;
            end else begin
                M_a <= M_a >> (E_b - E_a);
                E_sum <= E_b;
            end
            state <= ADD;
        end else if (state == ADD) begin
            M_sum <= S_a == S_b ? M_a + M_b : (M_a > M_b ? M_a - M_b : M_b - M_a);
            S_sum <= (S_a == S_b || M_a > M_b) ? S_a : S_b;
            state <= NORMAL;
        end else if (state == NORMAL) begin
            if (M_sum[24]) begin
                M_sum <= M_sum >> 1;
                E_sum <= E_sum + 1;
            end else if (~M_sum[23] && $signed(E_sum) > -126) begin
                M_sum <= M_sum << 1;
                E_sum <= E_sum - 1;
            end else begin
                state <= ROUND;
            end
        end else if (state == ROUND) begin
            if (M_sum[0]) M_sum = M_sum + 1;
            sum[31] = S_sum;
            sum[30:23] = E_sum + 127;
            sum[22:0] = M_sum[22:0];
            if ($signed(E_sum) == -126 && M_sum[23] == 0) sum[30:23] = 0;  
            if ($signed(E_sum) == -126 && M_sum[23:0] == 24'b0) sum[31] = 1'b0;  
            if ($signed(E_sum) == -128) sum[30:0] = INF[30:0];  
            state = FINISH;
        end
    end
endmodule
==> flow/run.sh <==
#!/bin/bash
# OpenROAD 26Q1-2900-gdf79404cd8, Yosys 0.63+post, stock flow scripts
make -C /OpenROAD-flow-scripts/flow DESIGN_CONFIG=/design/flow/config.mk WORK_HOME=/design/flow/orfs finish
==> flow/config.mk <==
export PLATFORM = sky130hd
export DESIGN_NAME = fp_adder
export DESIGN_NICKNAME = fp_adder
export VERILOG_FILES = /design/flow/design.v
export SDC_FILE = /design/flow/constraint.sdc
export NUM_CORES = 4
export LEC_CHECK = 1
export CORE_UTILIZATION = 50
==> flow/constraint.sdc <==
current_design fp_adder

set clk_period 16.0
set clk_io_pct 0.2

create_clock -name clk0 -period $clk_period [get_ports {clk}]

set non_clock_inputs [all_inputs -no_clocks]
set_input_delay [expr $clk_period * $clk_io_pct] -clock clk0 $non_clock_inputs
set_output_delay [expr $clk_period * $clk_io_pct] -clock clk0 [all_outputs]
==> impl_metrics.toml <==
# yosys + openroad results
[run_status]
status = "completed"

[placement]
place_hpwl_um = 39600
dp.cells = 2164
port_buffers = 97
gp_congestion = 1.05

[clock_network]
insertion_delay_ns = 0.43
hold_buffers = 0
clkSlewWorstSetupHoldPaths_ns = 0.07
cts_tree = "built"
post_cts_buffers = 0
ctsResizeCount = 0
clock-sinks = 135
numCtsBuffers = 17
cts_root_buf = "clkbuf_16"
htree_levels = 4
clk_path_buf_depth = 2

[drt]
drc = 0
antenna_left = 0
wl_per_cell_um = 23.8
routed_wl_um = 52400
dr.first_iter.drc_count = 1190
num_vias = 14000
routed_via_density = 6.35
dr.pass1.iters = 7

[power_and_ir_drop]
ir_worst_vdd_uv = 106
p_per_area_mw_per_mm2 = 83.8
p_leak_nw = 6.69

[finish]
layout_top_cells = "nand2_1 (230), a21oi_1 (150), nor2_1 (134), inv_1 (106), o21ai_0 (106)"
drive_above_1_share_pct = 7.48
fin_cells = 2197
area_delta_synth_final_pct = 13.0
lay_top_count = "nand2_1"

[yosys]
yosysWarnings = 1
ys_async_sr_fraction_pct = 51.1
ys_seq_share_pct = 26.0
ys_ff = 135
synth.top_cell.area_share_pct = 13.9
netlist_area_mm2 = 0.0143
synthTopCellsByArea = "edfxtp_1 (14%), dfrtp_1 (12%), ha_1 (8.6%), nand2_1 (6.1%), a21oi_1 (5.4%)"
ys_types = 87
synth_cells = 1768
edf_count = 66
ys_cells = 1768
avgSynthCellArea_um2 = 8.07
top_area_cell = "edfxtp_1"
ys_area_mm2 = 0.0143
synth_top_flop_cell = "dfrtp_1"

[final_timing]
slew_viol_final = 0
fin_skew_ns = 0.0144
setup_viol = 0
worst_pin_slew_ns = 0.955
finalHoldViolations = 0
relSlewSlack_pct = 36.0
period_needed_ns = 4.73
rsz0062_at_grt = "false"
setup_tns_ns = 0
fmax_mhz = 211
finalCritPeriodShare_pct = 29.6

[floorplanning]
fp-utilization_pct = 51.1
die-area_mm2 = 0.0292
die_h_um = 171
die_x_um = 171
core_area_mm2 = 0.0279
ioPinCount = 98
rows = 61

[worst_setup_path]
crit_chain = "clkdlybuf4s50_1, inv_2, nand3_1, or4_1, o21ai_0, buf_4"
max_stage_delay_ns = 0.47
startpoint_type = "input port"
crit_fanout = 15
r2r-end = "M_b[23]"
path_class = "input port to register"
end_kind = "register"
rrSetupSlack_ns = 11.29
required_ns = 16.15
crit_path_top_delay_cell = "clkdlybuf4s50_1"
regToRegStartpoint = "E_a[0]"
r2r_cells = 12
worstPathArrival_ns = 4.88
startpoint = "rst"

[global_routing]
antenna_found_initial = 2
grt_max_degree = 65
grt_pass1_wl_um = 79200
track_usage_pct = 38.4
grt_pass1_vias = 13000
gr-total-overflow = 0

[job]
warning_count = 81
cap_viol_max_count = 0

[min_path]
min_path_cells = 2
hp-class = "register to register"
worstHoldEndpoint = "sum[30]"
min_from = "sum[30]"
-- registers in the layout (all words and copies together) (netlist names) --
register  count
E_a           8
E_b           8
E_sum         8
M_a          24
M_b          24
M_sum        25
S_a           1
S_b           1
S_sum         1
state         3
sum          32
-- report_power, final --
group	switching (mW)	internal, mW	total [mW]
combinational	0.184	0.215	0.399
clock	0.185	0.225	0.410
sequential	0.100	0.441	0.542
total	0.469	0.881	1.35
-- metrics by stage --
stage | total power [mW] | util, % | cell area (um^2) | hold WS [ns] | setup WS (ns)
after detailed placement | 0.938 | 55.5 | 15500 | 0.469 | 10.80
after CTS | 1.35 | 57.7 | 16100 | 0.486 | 11.25
after global placement | 0.934 | 55.5 | 15500 | 0.461 | 10.80
after global routing | 1.43 | 57.7 | 16100 | 0.501 | 11.02
after floorplan | 0.742 | - | 14300 | 0.426 | 9.44
final | 1.35 | 57.7 | 16100 | 0.482 | 11.27
-- metal layers --
metal	track usage, %	part of all wire, %	wire length [um]
met4	14.5	4.6	2420
met3	9.61	8.3	4350
met5	0.696	0.023	12
met2	60.2	47	24600
met1	52.7	40	20900
-- synthesized netlist by cell type, drive strengths merged, types with 26 or more instances --
library cell	instances
nor2	135
buf	29
mux2i	57
a21o	44
o21ai	111
a21oi	154
nand3	65
inv	107
clkbuf	85
dfrtp	69
o211ai	26
nand2	230
edfxtp	66
xnor2	47
ha	98
-- cell type report --
type	count	area, um^2
Sequential cell	135	3710
Clock buffer	17	425
Clock inverter	15	183
Multi-Input combinational cell	1412	9690
Inverter	107	402
Fill cell	2605	11800
Antenna cell	1	2.50
Timing Repair Buffer	132	1230
Tap cell	378	473
-- worst max-delay path by stage --
stage,slack (ns),cells after the start,endpoint
after CTS,11.25,6,E_b[5]
after global routing,11.02,12,M_b[23]
final,11.27,6,E_b[3]
-- critical path: cells and delay by family --
family | cells | cell delay, ns
compound gates | 1 | 0.12
buf+inv | 3 | 0.98
simple gates | 2 | 0.58
-- cell families after synthesis --
family	Yosys count	share of synthesized area, %
XOR/XNOR	69	4.45
adder cells (fa/ha/maj)	104	9.44
AND-OR/OR-AND	544	25.1
AND/OR/NAND/NOR	605	19.8
flip-flops	135	26.0
multiplexers	90	8.69
buffers and inverters	221	6.46
Power is estimated from default activity; no workload was simulated.
