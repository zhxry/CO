==> design/flow/design.v <==
`timescale 1ns / 1ps
module CSRRegs (
    input clk, rst,
    input [11:0] raddr, waddr,  
    input [31:0] wdata,  
    input csr_w,  
    input expt_int,  
    input [31:0] mepc_bypasss_in,  
    input [31:0] mtval_bypasss_in,  
    input [31:0] mtvec_bypasss_in,  
    input [31:0] mcause_bypasss_in,  
    input [31:0] mstatus_bypasss_in,  
    input [1:0] csr_wsc_mode,  
    output [31:0] rdata,  
    output [31:0] mepc_out,
    output [31:0] mtval_out,
    output [31:0] mtvec_out,
    output [31:0] mcause_out,
    output [31:0] mstatus_out
);
    localparam mtvec_addr = 32'd124;  
    reg [31:0] mstatus, mtvec, mcause, mtval, mepc;
    always @(posedge clk or posedge rst) begin
        if (rst) begin
            mepc <= 32'b0;
            mtval <= 32'b0;
            mcause <= 32'b0;
            mstatus <= 32'b0;
            mtvec <= mtvec_addr;
        end else if (csr_w && wdata != 32'b0) begin
            case (csr_wsc_mode)
                2'b00:  
                    case (waddr)
                        12'h341: mepc <= wdata;
                        12'h305: mtvec <= wdata;
                        12'h343: mtval <= wdata;
                        12'h342: mcause <= wdata;
                        12'h300: mstatus <= wdata;
                    endcase
                2'b01:  
                    case (waddr)
                        12'h341: mepc <= mepc | wdata;
                        12'h305: mtvec <= mtvec | wdata;
                        12'h343: mtval <= mtval | wdata;
                        12'h342: mcause <= mcause | wdata;
                        12'h300: mstatus <= mstatus | wdata;
                    endcase
                2'b10:  
                    case (waddr)
                        12'h341: mepc <= mepc & ~wdata;
                        12'h305: mtvec <= mtvec & ~wdata;
                        12'h343: mtval <= mtval & ~wdata;
                        12'h342: mcause <= mcause & ~wdata;
                        12'h300: mstatus <= mstatus & ~wdata;
                    endcase
            endcase
        end else if (expt_int) begin
            mepc <= mepc_bypasss_in;
            mtval <= mtval_bypasss_in;
            mtvec <= mtvec_bypasss_in;
            mcause <= mcause_bypasss_in;
            mstatus <= mstatus_bypasss_in;
        end
    end
    assign mepc_out = mepc;
    assign mtval_out = mtval;
    assign mtvec_out = mtvec;
    assign mcause_out = mcause;
    assign mstatus_out = mstatus;
    assign rdata = (raddr == 12'h341) ? mepc
                 : (raddr == 12'h343) ? mtval
                 : (raddr == 12'h305) ? mtvec
                 : (raddr == 12'h342) ? mcause
                 : (raddr == 12'h300) ? mstatus
                 : 32'b0;
endmodule
==> design/flow/run.sh <==
#!/bin/bash
# OpenROAD 26Q1-2900-gdf79404cd8, Yosys 0.63+post, stock flow scripts
make -C /OpenROAD-flow-scripts/flow DESIGN_CONFIG=/design/flow/config.mk WORK_HOME=/design/flow/orfs finish
==> design/flow/config.mk <==
export PLATFORM = sky130hd
export DESIGN_NAME = CSRRegs
export DESIGN_NICKNAME = CSRRegs
export VERILOG_FILES = /design/flow/design.v
export SDC_FILE = /design/flow/constraint.sdc
export NUM_CORES = 4
export LEC_CHECK = 1
export CORE_UTILIZATION = 40
==> design/flow/constraint.sdc <==
current_design CSRRegs

set clk_period 4.8
set clk_io_pct 0.2

create_clock -name clk0 -period $clk_period [get_ports {clk}]

set non_clock_inputs [all_inputs -no_clocks]
set_input_delay [expr $clk_period * $clk_io_pct] -clock clk0 $non_clock_inputs
set_output_delay [expr $clk_period * $clk_io_pct] -clock clk0 [all_outputs]
==> changes_impl.md <==
### Physical design

* Status: finished clean
* Antenna-violating nets left at 0
* Crit Path Max Fanout at 32
* CP Launch Type: input port
* Post-synth top area share at 33.8%
* Synth Seq Share at 35.0%
* Dpl cells at 1922
* Worst path cell trace: clkdlybuf4s50_1 -> or4_4 -> nor4b_4 -> and2_2 -> buf_12 -> a222oi_1 -> o21ai_1 -> clkdlybuf4s50_1
* First-pass GRT wire length at 80900 µm
* Die Y at 171 µm
* R2R depth at 3
* Max Clk Rate at 219 MHz
* CTS clk-pin slew, worst paths at 0.06 ns
* # Cells Yosys at 1274
* Via count at 12.8k
* Synth Instances at 1274
* Max Clock Skew at 0 ns
* Post-CTS sizing at 0
* Top cell type by instance count after synthesis: dfrtp_1
* Hold depth at 2
* Biggest area consumer among synthesized cells: dfrtp_1
* Root Buffer: clkbuf_16
* Commonest cells in the netlist: dfrtp_1 (155), mux2i_1 (128), nand4_1 (98)
* CP max-delay cell: or4_4
* Max-Cap Viols at 0
* Placer Congestion at 0.890
* Init Core Util at 40.9%
* Io pins at 414
* Detailed Place HPWL at 35100 µm
* Clk latency late pin at 0.42 ns
* WS Path Type: in -> out
* CTS HTree Levels at 4
* Cell Type Count at 55
* Total wire length at 54600 µm
* Reg2reg start: mepc[2]
* Post-synth EDFFs at 0
* Seq cells post-synth at 160
* Detailed Route Iter0 Violations at 1430
* Layout area overhead at 41.8%
* Post-CTS Setup Bufs at 0
* Req. time, crit path at 3.84 ns
* Initial antenna violation count at 10
* Unrepaired setup endpoints after global routing: false
* Worst Max-Slew Pin Slew at 0.875 ns
* CP dominant cell by count: clkdlybuf4s50_1
* Setup Viol. Count Final at 0
* DRC errors left at 0
* Buffer depth of the longest clock path at 2
* Yosys chip area at 11500 µm²
* WL/cell at 27.9 µm
* # rows at 61
* Die Area at 29300 µm²
* Port bufs at 413
* Synth warn at 1
* Cycle use final at 95.1%
* Congestion Overflow GR at 0
* Post-route minimum period at 4.56 ns
* Cell Pwr Density at 296 nW/µm²
* Final setup TNS at 0 ns
* Largest net degree at the start of global routing at 108
* Hold path startpoint: mtvec[2]
* TritonCTS Buffers at 17
* Synthesized area at 11500 µm²
* FF-to-FF End: mepc[2]
* CTS tree: built
* Reg2reg setup slack at 3.73 ns
* Leak pwr at 6.20 nW
* TritonCTS Sinks at 160
* Share of cells above drive strength 1 at 7.37%
* Max Slew Vio Count at 0
* Critical path arrival at 3.60 ns
* CP peak stage delay at 0.60 ns
* Worst setup EP type: primary output
* Via density at 6.53
* DRT Pass-1 Iters at 6
* Worst Hold Class: reg -> reg
* Die width at 171 µm
* VDD IR-drop max at 213 µV
* Max transition margin at 41.4%
* Total Routing Usage GR at 38.1%
* Syn Area/Cell at 9.00 µm²
* Final std cells w/o fill at 1958
* Core area at 28000 µm²
* Synth area leaders: dfrtp_1 (34%), mux2i_1 (11%), nand4_1 (5.3%), a32oi_1 (4.9%), a21oi_1 (4.1%)
* Number of OpenROAD warnings at 30
* Final hold vios at 0
* Most used DFF post-synth: dfrtp_1
* Critical path origin: raddr[5]
* CTS Hold Bufs at 0
* Asr flop ratio synth at 100%
* Vias in the first global route at 12.4k
* Hold Crit Endpoint: mtvec[2]
flip-flops by register name (all words and copies together) (netlist names):
signal,flops
mstatus,32
mtvec,32
mtval,32
mepc,32
mcause,32
layout by cell type, fill, tap and decap left out, types with 35 or more instances in the layout:
cell | synthesis | final
mux2i_1 | 128 | 128
nand4_1 | 98 | 98
dfrtp_1 | 155 | 155
a22oi_1 | 57 | 57
inv_1 | 69 | 68
o21ai_1 | 35 | 35
nor2_1 | 40 | 39
nand2_1 | 42 | 42
a21oi_1 | 95 | 95
o21ai_0 | 60 | 60
clkdlybuf4s50_1 | 0 | 411
a32oi_1 | 64 | 64
worst max path at each step:
stage     cells past startpoint         to  slack, ns
6_report                      8  rdata[23]       0.24
5_1_grt                       8  rdata[18]       0.17
4_1_cts                       8  rdata[23]       0.23
cell type report:
type | instances | area, µm²
timing repair buffer | 448 | 4490
tap | 378 | 473
multi-input combinational | 867 | 6370
antenna | 6 | 15.0
clock buffer | 18 | 429
sequential | 160 | 4010
clock inverter | 12 | 208
fill | 2408 | 11800
inverter | 69 | 263
critical path: cells and delay by family:
family | cells | cell delay [ns]
compound gates | 2 | 0.32
buf+inv | 3 | 1.17
simple gates | 3 | 1.15
layer usage:
metal	GRT usage, %	wire, µm
met2	58.9	25400
met4	11.4	1600
met1	53.3	21600
met3	10.1	5950
met5	0	31
report_power, final:
part / switching, mW / internal (mW)
clock: 0.630 / 0.927
sequential: 0.283 / 1.58
combinational: 0.576 / 0.815
total: 1.49 / 3.32
through the flow:
step	hold slack, ns	setup WS (ns)	utilization (%)	power [mW]	instance area (µm²)
floorplan	0.465	1.43	-	2.34	11500
CTS	0.515	0.235	58.0	4.81	16200
finish	0.518	0.235	58.0	4.81	16300
global placement	0.497	0.264	55.7	3.26	15600
detailed placement	0.501	0.246	55.7	3.25	15600
global route	0.535	0.168	58.0	5.01	16300
cell families after synthesis:
logic type / after synthesis / share of synthesized area (%)
flip-flops: 160 / 35.0
AND-OR/OR-AND: 477 / 29.6
AND/OR/NAND/NOR: 257 / 13.8
adder cells (fa/ha/maj): 3 / 0.328
multiplexers: 130 / 11.4
buffers and inverters: 247 / 9.90
No activity file was given, so power comes from the tool's default toggle rates.
